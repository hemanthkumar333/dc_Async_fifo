$ cat flow/design.v
module rptr_handler #(parameter ASIZE = 3) (rdclk,in_resetn, in_rd_en, sync_wptr_gray,rptr_binary_addr, rptr_gray, out_empty, rd_en_RAM);
input [ASIZE:0] sync_wptr_gray;
input in_rd_en, rdclk,in_resetn;
output [ASIZE-1:0] rptr_binary_addr;
output [ASIZE:0] rptr_gray;
output rd_en_RAM, out_empty;
reg [ASIZE:0] rptr_binary;
assign out_empty = ( sync_wptr_gray == rptr_gray);
assign rd_en_RAM = ( sync_wptr_gray != rptr_gray) && in_rd_en;  
assign rptr_gray = ( rptr_binary) ^ (rptr_binary >>1);
assign rptr_binary_addr = rptr_binary [ASIZE-1:0];
always @ (posedge rdclk or negedge in_resetn) begin
	if(!in_resetn) begin
		rptr_binary <= 0;
	end
	else begin
		rptr_binary <= rptr_binary + 	(( sync_wptr_gray != rptr_gray) && in_rd_en) ;
	end
end
endmodule 
$ cat flow/run.sh
#!/bin/bash
# OpenROAD 26Q1-2900-gdf79404cd8, Yosys 0.63+post, stock flow scripts
make -C /OpenROAD-flow-scripts/flow DESIGN_CONFIG=/design/flow/config.mk WORK_HOME=/design/flow/orfs finish
$ cat flow/config.mk
export PLATFORM = sky130hd
export DESIGN_NAME = rptr_handler
export DESIGN_NICKNAME = rptr_handler
export VERILOG_FILES = /design/flow/design.v
export SDC_FILE = /design/flow/constraint.sdc
export NUM_CORES = 4
export LEC_CHECK = 1
export CORE_AREA = 10 10 70 70
export DIE_AREA = 0 0 80 80
$ cat flow/constraint.sdc
current_design rptr_handler

set clk_period 2.0
set clk_io_pct 0.2

create_clock -name clk0 -period $clk_period [get_ports {rdclk}]

set non_clock_inputs [all_inputs -no_clocks]
set_input_delay [expr $clk_period * $clk_io_pct] -clock clk0 $non_clock_inputs
set_output_delay [expr $clk_period * $clk_io_pct] -clock clk0 [all_outputs]
==> notes.md <==
run metrics: Final Max Tran Viols 0, Buf/Inv on CP 2, Die Y 80 µm, mean routed wirelength per cell 8.307 µm, Setup WS pre-CTS -0.3364 ns, first-pass GRT wire length 1062 µm, Post-Syn Area 236.5 µm², pin count of the biggest net entering global routing 6, Max Cap Violations 0, RR Startpoint rptr_binary[1], cycle use final a little over nine tenths, Post-Syn Instances 20, final cell count without fillers around 88, Worst-Skew Late Latency between 0.2 and 0.25 ns, Remaining Overflow, GRT 0, top-area cell type share of the netlist area around 42%, Max stage delay cell, worst path dfrtp_1, CP Class register to primary output, Sw Share 31.30%, unrepaired setup endpoints after global routing no, RR Endpoint rptr_binary[2], Post-DRT Antenna Nets 0, worst hold path class input port to async pin, Top Family by Delay on Critical Path flip-flops, GRT Util Overall roughly 2.1%, Flop pwr share about 23%, vias after detailed routing between 200 and 250, YS chip area ~240 µm², Critical Path Source Type register, CTS tree done, sw power between 0.2 and 0.3 mW, clock transition at the registers of the reported paths ~0.040 ns, CP cell instances buf_6 > xor2_2 > xor2_1 > o31a_1 > buf_2, Peak VDD IR about 0.23 mV, Die Area about 6400 µm², distinct lib cells 10, Tmin final around 1.9 ns, pwr dens ~1500 nW/µm², drt via density about 2.7, worst slew pin tran 0.1939 ns, number of synthesized register bits 4, post-layout worst setup margin 0.1269 ns, Max FO, Critical Path 3, Commonest cells post-synth xor2_1, dfrtp_1, ha_1, CTS HTree Levels 1, slowest stage delay, CP slightly above 0.4 ns, # hold bufs at CTS 0, Final Skew 0.002175 ns, biggest regs rptr_binary x4, Crit. End Element primary output, Logic pwr share roughly two thirds, endpoints failing setup 0, placed cells roughly 84, total CTS buffers 3, Starting DRT DRC Count 3, Dominant flop cell dfrtp_1, number of global-route vias before repair roughly 240, P_leak approximately 0.23 nW, initial antenna violation count 0, Rel. slew slack around 87%, Levels on crit path 5, Post-Route Setup TNS 0 ns, Biggest register rptr_binary, drt first pass iters 2, Clock Tree Buf Depth 2, total wire length about 730 µm, OpenROAD warnings 26, register area share after synthesis between 40% and 50%, Pre-Place Util 6.923%, DRC 0, PortBufs 15, status complete, no violations, layout cells sized above 1 38.10%, Req. time, crit path 1.60 ns, clock network fraction of design power 11.5%, Post-synth EDFFs 0, diode count 0, Synth area leader dfrtp_1, internal power just under 0.6 mW, yosys stat cell total 20, synth warn 1, Fmax 533.9 MHz, cell row count 21, cells on worst reg2reg path 8, clock sinks 4, Main area contributors dfrtp_1, xor2_1, ha_1, max FFs per register 4, Die X about 80 µm, root buffer cell clkbuf_4, placer congestion estimate 0.7333, WP data arrival roughly 1.5 ns, number of top-level pins 16, ys async rst share 100.0%, endpoints failing hold 0, Avg Cell Area, Syn approximately 12 µm², r2r setup slk 0.17 ns, cell with the most instances after synthesis xor2_1, CORE AREA ~3400 µm², area delta synth->final 136.5%
## per-layer routing
| metal | GRT usage, % | vias up | share of wire (%) |
|---|---|---|---|
| met4 | 0.7042 | 0 | 3.0 |
| met2 | 2.247 | 17 | 32 |
| met1 | 2.874 | 104 | 46 |
| met5 | 0 | - | 0 |
| met3 | 1.932 | 4 | 19 |
| li1 | - | 112 | - |
## power groups by stage
| stage | Sequential [mW] | Combinational, mW | Clock (mW) |
|---|---|---|---|
| CTS | 0.182 | 0.503 | 0.103 |
| global route | 0.200 | 0.626 | 0.112 |
| finish | 0.194 | 0.552 | 0.0972 |
## how the worst max path moves through the flow
stage     slack (ns)      startpoint        endpoint
4_1_cts        -0.04  rptr_binary[1]  rptr_binary[2]
5_1_grt         0.02  rptr_binary[1]       rd_en_RAM
6_report        0.13  rptr_binary[1]       rd_en_RAM
## cells in the final DEF (no fill, tap or decap), drive strengths merged, types with 2 or more instances in the layout
cell type	count
clkdlybuf4s50	11
ha	3
xor2	5
clkbuf	3
buf	5
dlymetal6s2s	2
dfrtp	4
xnor2	2
## cell type report
type                    instances  area (µm²)
fillers                       382        2856
well taps                      46       57.56
clock buffers                   3       22.52
repair buffers                 19       182.7
multi-input cells              16       195.2
flip-flops and latches          4       101.3
## worst reg2reg max path, delay by kind of cell, from the launching register on
| kind | cells | cell delay, ns |
|---|---|---|
| XOR/XNOR | 3 | 0.45 |
| flip-flops | 1 | 0.41 |
| adder cells (fa/ha/maj) | 2 | 0.31 |
| buffers and inverters | 2 | 0.28 |
| AND-OR/OR-AND | 1 | 0.26 |
## cells by family after synthesis
| kind of cell | count (synthesis) | synth area share (%) |
|---|---|---|
| DFF | 4 | 42.33 |
| xor gates and xnor gates | 7 | 25.93 |
| AOI/OAI and AO/OA | 1 | 3.704 |
| muxes | 1 | 4.233 |
| and+or+nand+nor | 4 | 7.933 |
| adders and majority gates | 3 | 15.87 |
## per-stage QoR
step,cell area [µm²],util (%),hold WS [ns],power [mW]
after global placement,466.7,13.66,0.5364,0.6327
final,559.3,16.37,0.3640,0.8429
after detailed placement,466.7,13.66,0.5420,0.6399
after floorplan,236.5,-,0.1044,0.3175
after CTS,516.7,15.13,0.3629,0.7876
after global routing,559.3,16.37,0.3561,0.9389
## what timing repair did
action | in CTS | in global routing
buffers inserted | 1 | 1
gates resized | 8 | 9
endpoints found under the hold margin | 0 | 0
pin swaps | 3 | 4
setup endpoints to repair | 2 | 5
Power and IR drop assume default switching activity.
