--- design/flow/run.sh ---
#!/bin/bash
# OpenROAD 26Q1-2900-gdf79404cd8, Yosys 0.63+post, stock flow scripts
make -C /OpenROAD-flow-scripts/flow DESIGN_CONFIG=/design/flow/config.mk WORK_HOME=/design/flow/orfs finish
--- design/flow/config.mk ---
export PLATFORM = sky130hd
export DESIGN_NAME = wptr_handler
export DESIGN_NICKNAME = wptr_handler
export VERILOG_FILES = /design/flow/design.v
export SDC_FILE = /design/flow/constraint.sdc
export NUM_CORES = 4
export LEC_CHECK = 1
export CORE_AREA = 10 10 70 70
export DIE_AREA = 0 0 80 80
--- design/flow/constraint.sdc ---
current_design wptr_handler

set clk_period 2.0
set clk_io_pct 0.2

create_clock -name clk0 -period $clk_period [get_ports {wrclk}]

set non_clock_inputs [all_inputs -no_clocks]
set_input_delay [expr $clk_period * $clk_io_pct] -clock clk0 $non_clock_inputs
set_output_delay [expr $clk_period * $clk_io_pct] -clock clk0 [all_outputs]
--- design/flow/design.v ---
module wptr_handler #(parameter ASIZE = 3) (wrclk,in_resetn, in_wr_en, sync_rptr_gray,wptr_binary_addr, wptr_gray, out_full, wr_en_RAM);
input [ASIZE:0] sync_rptr_gray;
input in_wr_en, wrclk,in_resetn;
output [ASIZE-1:0] wptr_binary_addr;
output [ASIZE:0] wptr_gray;
output wr_en_RAM, out_full;
reg [ASIZE:0] wptr_binary;
assign out_full =  ({~sync_rptr_gray[ASIZE:ASIZE-1], sync_rptr_gray[ASIZE-2:0]} == wptr_gray);
assign wr_en_RAM = ({~sync_rptr_gray[ASIZE:ASIZE-1], sync_rptr_gray[ASIZE-2:0]} != wptr_gray) && in_wr_en;  
assign wptr_gray = ( wptr_binary) ^ (wptr_binary >>1);
assign wptr_binary_addr = wptr_binary [ASIZE-1:0];
always @ (posedge wrclk or negedge in_resetn) begin
	if(!in_resetn) begin
		wptr_binary <= 0;
	end
	else begin
		wptr_binary <= wptr_binary + 	(({~sync_rptr_gray[ASIZE:ASIZE-1], sync_rptr_gray[ASIZE-2:0]} != wptr_gray) && in_wr_en) ;  
	end
end
endmodule 
==> impl_metrics.json <==
{
  "reg_top3": "wptr_binary x4",
  "initialDrtViolationCount": 11,
  "grt_pass1_vias": 261,
  "num_antenna_cells": 0,
  "period_needed_ns": 1.91,
  "cts_sinks": 4,
  "total_power_mw": 0.893,
  "largest_area_cell": "dfrtp_1",
  "hold_violations": 0,
  "first_pass_iters": 2,
  "syn2layout_area_growth_pct": 138,
  "synth_top_area_share_pct": 41.9,
  "ctsHtreeMaxLevel": 1,
  "critPathCaptureType": "output pin",
  "cts_buffer_depth": 2,
  "r2r_cells": 6,
  "placementRows": 21,
  "path_class": "reg2out",
  "worst_hold_slack_ns": 0.370,
  "wl_um": 768,
  "utilization_pct": 16.7,
  "fmax_mhz": 523,
  "gp_congestion": 0.752,
  "required_ns": 1.60,
  "rsz0062_at_grt": "no",
  "reg2reg_slack_ns": 0.19,
  "initial_utilization_pct": 7.00,
  "cts_buffers": 3,
  "wire_per_inst_um": 8.35,
  "die_width_um": 80,
  "status": "complete, no violations",
  "setup_viol": 0,
  "yosys-stat-area_um2": 239,
  "hp-class": "in2async",
  "hold_buffers": 0,
  "pwr-share-seq_pct": 20.6,
  "cts_tree": "done",
  "ys_cells": 20,
  "syn_inst": 20,
  "tightest_slew_ns": 0.184,
  "core-area_um2": 3420,
  "largest_register_ffs": 4,
  "fin_crit_sh_pct": 95.6,
  "cp.arrival_ns": 1.51,
  "die_area_um2": 6400,
  "yosys_warnings": 1,
  "r2r_end": "wptr_binary[2]",
  "numPortBuffers": 15,
  "critPathLaunchType": "flop",
  "maxSlewHeadroom_pct": 87.4,
  "design_area_um2": 569,
  "cp_max_fo": 3,
  "top_register": "wptr_binary",
  "postRouteAntennaNets": 0,
  "power_frac_clock_pct": 10.9,
  "syn_avg_cell_area_um2": 11.9,
  "fin_cells": 92,
  "synth_seq_share_pct": 41.9,
  "max-cap-violations": 0,
  "clk_pin_slew_worst_paths_ns": 0.04,
  "p_sw_mw": 0.263,
  "swShare_pct": 29.4,
  "post-route-drc-count": 0,
  "ir_worst_vdd_mv": 0.249,
  "p_int_mw": 0.631,
  "ys_ff": 4,
  "num_io_pins": 16,
  "final_cell_mix": "10 x clkdlybuf4s50_1, 6 x buf_4, 4 x xor2_1",
  "warnings": 26,
  "antenna_found_initial": 0,
  "overflow": 0,
  "leakage_nw": 0.265,
  "r2r_start": "wptr_binary[1]",
  "comb_power_share_pct": 68.5,
  "die_y_um": 80,
  "synth_cell_types": 9,
  "fin_skew_ns": 0.00193,
  "syn_area_um2": 239,
  "via_count": 241,
  "area_leaders": "dfrtp_1 42%, xor2_1 18%, ha_1 16%",
  "dp_cells": 87,
  "grt_util_all_layers_pct": 2.41,
  "cts_root_buf": "clkbuf_4",
  "clock_latency_ns": 0.23,
  "grt_max_degree": 6,
  "grt_first_pass_wirelength_um": 1210,
  "drv_slew": 0,
  "mostFrequentLayoutCell": "clkdlybuf4s50_1",
  "drive_gt1_share_pct": 37.0,
  "placed_cell_area_um2": 492,
  "power_density_nw_per_um2": 1570,
  "vias_per_cell": 2.62
}
[Yosys cell counts]
master,count
dfrtp_1,4
ha_1,3
mux2i_1,1
nand2_1,1
nor2b_1,2
nor3_1,1
o31a_1,1
xnor2_1,2
xor2_1,5
[worst max-delay path by stage]
stage,startpoint,endpoint
4_1_cts,wptr_binary[1],wr_en_RAM
6_report,wptr_binary[1],wptr_gray[0]
5_1_grt,wptr_binary[1],wptr_gray[0]
[power groups by stage]
stage / combinational, mW / sequential [mW] / clock, mW
CTS: 0.607 / 0.178 / 0.104
global route: 0.671 / 0.194 / 0.121
finish: 0.612 / 0.184 / 0.0971
[metal layers]
metal	global-route usage (%)	vias up	wire, µm
met5	0	-	0
met4	0.880	0	0
met3	2.16	0	131
met2	3.37	10	342
met1	2.54	111	294
li1	-	120	-
[logic make-up after synthesis]
| kind of cell | synth area share [%] |
|---|---|
| flops | 41.9 |
| simple gates | 8.90 |
| fa+ha+maj | 15.7 |
| mux | 4.19 |
| xor+xnor | 25.7 |
| compound gates | 3.67 |
[final cells by class]
type	count	area (µm²)
sequential	4	101
multi-input combinational	16	169
tap	46	57.6
timing repair buffer	23	219
fill	386	2850
clock buffer	3	22.5
[timing repair]
item / in CTS / in global routing
resized: 5 / 9
endpoints found under the setup margin: 2 / 4
pin swaps: 3 / 3
buffers inserted: 1 / 1
[metrics by stage]
step,setup TNS (ns),setup slack (ns)
finish,0,0.0878
detailed placement,-0.783,-0.354
global route,0,0.0119
floorplan,0,0.235
global placement,-0.752,-0.360
CTS,-0.105,-0.105
[worst max-delay path, cell delays in order (launching register included)]
cell and delay [ns]:
dfrtp_2 0.43, buf_6 0.13, xor2_2 0.15, buf_4 0.13
clkdlybuf4s50_1 0.45
Power and IR drop assume default switching activity.
